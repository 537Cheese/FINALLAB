File: config.mk
export PLATFORM = sky130hd
export DESIGN_NAME = Falu
export DESIGN_NICKNAME = Falu
export VERILOG_FILES = /design/flow/design.v
export SDC_FILE = /design/flow/constraint.sdc
export NUM_CORES = 4
export LEC_CHECK = 1
export CORE_UTILIZATION = 50
File: constraint.sdc
current_design Falu

set clk_period 250.2
set clk_io_pct 0.2

create_clock -name clk0 -period $clk_period

set non_clock_inputs [all_inputs -no_clocks]
set_input_delay [expr $clk_period * $clk_io_pct] -clock clk0 $non_clock_inputs
set_output_delay [expr $clk_period * $clk_io_pct] -clock clk0 [all_outputs]
File: design.v
module Falu(a, b, aluctrl,  aluOut, zero, LSb_aluresult);
   input  [31:0] a, b;
   input  [3:0] aluctrl;
   output[31:0] aluOut;
   output zero, LSb_aluresult;
   reg[31:0] aluOut;
   assign zero = (aluOut==0) ? 1 : 0;
   assign LSb_aluresult = aluOut[0];
   always @(aluctrl or a or b)
      casex (aluctrl)
         0: aluOut <= a & b;
         1: aluOut <= a | b;
         2: aluOut <= OUT(a, b);
         4: aluOut <= a * b;
         5: aluOut <= a / b;
         10: aluOut <= a - b;
         11: aluOut <= (a < b) ? 1:0;
         default: aluOut<=0;
      endcase
      function [31:0] OUT;
          input [31:0] a, b;
          begin
          casex(b[31])
              1'b1:   begin
                      b = ~b;
                      b = b + 1'b1;
                      OUT = a - b;
                      end
              default: OUT = a + b;
          endcase
          end
      endfunction
endmodule
File: run.sh
#!/bin/bash
# OpenROAD 26Q1-2900-gdf79404cd8, Yosys 0.63+post, stock flow scripts
make -C /OpenROAD-flow-scripts/flow DESIGN_CONFIG=/design/flow/config.mk WORK_HOME=/design/flow/orfs finish
==> notes.md <==
yosys + openroad results -> outcome=complete, no violations, Bufs and invs on worst path=19, RSZ-0062 raised after global routing=false, f_max=about 5.4 MHz, Port Buf Inserts=around 100, Final Max Slew Viols=0, # resized after CTS=0, clk_buf instances=0, Yosys cell types=~110, Yosys chip area=slightly below 50,000 µm², Post-CTS Hold Buffers=0, dpl hpwl=177,700 µm, Die Span Y=316.9 µm, Arr. time, crit path=between 100 and 150 ns, endpoints failing hold=0, filler instances=a little under 10,000, initial DRC count=~4,800, Cells on Worst Hold Path=5, cell with the most instances after synthesis=nand2_1, Switching Fraction=between 60% and 70%, via count=between 50,000 and 60,000, most frequent CP cell=a21oi_1, Layout area overhead=6.073%, CP Launch Type=input pin, Leakage Power=around 25 nW, Post-Syn Area=a little under 50,000 µm², Core Rows=roughly 120, Post-Synth Simple-Gate Area=21.95%, Post-DRT Antenna Nets=0, Yosys warnings=1, CP max stage delay=about 1.0 ns, vias in the first global route=just under 50,000, fin area=about 53,000 µm², Die Wd=roughly 320 µm, Worst EP required=200.16 ns, area leader, netlist=ha_1, Top cells by area=ha_1 19%, fa_1 17%, nand2_1 7.0%, Dominant comb cell=adder cells, area fraction in full adders, half adders and majority gates=between 30% and 40%, and-or/or-and share of the synthesized area=approximately 25%, Post-CTS Setup Bufs=0, gp weighted congestion=1.107, P_int=about 0.26 mW, Slew HR=a little under a fifth, flip-flops=0, core region area=around 100,000 µm², Worst path slowest cell=o31ai_1, Hold WC Path Type=in -> out, Final setup viols=0, XOR Share, Synth=8.071%, CP delay by family, top=AND-OR/OR-AND gates, cell depth of the worst setup path=about 280, sequential-to-total area share from yosys stat=0%, slew at the pin closest to its max-slew limit=1.199 ns, area share, top type=a little under a fifth, number of max-cap violations=0, DIE AREA=100,400 µm², Log Warnings=100, drt pass-1 iters=8, Worst Setup End Kind=primary output, cell count after synthesis=~6,900, pin count of the biggest net entering global routing=approximately 47, Core Util at FP=50.46%, initial antenna violation count=9, Setup TNS=0 ns, NetSw=between 0.4 and 0.5 mW, worst IR drop on VDD=0.00007245 V, GR Overflow Total=0, Placed Area=between 50,000 and 60,000 µm², Tcrit/Tclk final=about three quarters, drt drc=0, Crit Path Max Fanout=34, post-synthesis cell count from yosys=between 6,000 and 7,000, Power Dens Cells=about 13 nW/µm², MUX area fraction=2.356%, syn_area_per_cell=7.156 µm², list of most frequent post-synthesis cells=924 x nand2_1, 750 x ha_1, 684 x inv_1, 667 x nor2_1, 482 x a21oi_1, sequential cell area=0 µm², GRT Total Usage=between 40% and 50%, Routed WL per cell=~27 µm, first-pass GRT wire length=~330,000 µm, I/O pins=102, Routed WL=about 230,000 µm, Setup CP Type=in -> out, share of cells above drive strength 1=about 5.9%, vias per cell=approximately 6.5, Period minus WS final=roughly 180 ns
-- area by class of cell --
cell class	count	area (µm²)	share of cell area (%)
Antenna cell	7	17.52	0.03330
Inverter	692	2597	4.938
Multi-Input combinational cell	5970	46030	87.50
Timing Repair Buffer	280	2352	4.472
Tap cell	1287	1610	3.061
-- cell usage in the layout (no fill, tap or decap), types with 173 or more instances in the layout --
cell type	Yosys	routed
a21oi_1	482	480
fa_1	410	410
o21ai_0	315	315
nand2_1	924	924
xnor2_1	300	300
buf_4	1	178
a21o_1	173	173
nor2_1	667	665
inv_1	684	671
ha_1	750	750
-- logic make-up after synthesis --
logic type	after synthesis
simple gates	2400
compound gates	1845
fa+ha+maj	1160
buf+inv	960
xor+xnor	457
mux	108
-- worst paths after layout --
path	start	endpoint	slack (ns)
worst min-delay path	aluctrl[3]	aluOut[28]	101.27
worst max-delay path	b[23]	zero	65.56
-- power groups by stage --
stage / clock [mW] / combinational (mW) / sequential [mW]
after CTS: 0 / 0.658 / 0
after global routing: 0 / 0.747 / 0
-- metal layers --
metal	part of all wire (%)	vias up	track usage, %
met5	0.027	-	0
met4	6.7	8	23.71
met3	13	717	17.51
met2	40	3129	63.92
met1	40	25030	61.50
li1	-	24360	-
-- per-stage QoR --
step           hold WS (ns)  setup WS, ns  instances  power (mW)  utilization, %
2_1_floorplan        100.13         83.02       6930      0.4527               -
3_3_place_gp         101.26         69.34       8229      0.6509           53.51
3_5_place_dp         101.24         68.50       8229      0.6517           53.51
4_1_cts              101.24         68.20       8229      0.6579           53.51
5_1_grt              101.31         61.36       8229      0.7470           53.51
6_report             101.27         65.56       8236      0.6784           53.53
Power figures rest on the tool's default switching activity, not on a simulated workload.
