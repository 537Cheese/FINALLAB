<file path="flow/config.mk">
export PLATFORM = sky130hd
export DESIGN_NAME = Fregfile
export DESIGN_NICKNAME = Fregfile
export VERILOG_FILES = /design/flow/design.v
export SDC_FILE = /design/flow/constraint.sdc
export NUM_CORES = 4
export LEC_CHECK = 1
export CORE_UTILIZATION = 40
</file>
<file path="flow/design.v">
module Fregfile(clock, regWrite, readReg1, readReg2, regDest, writeData, readData1, readData2);
   input clock, regWrite;
   input[4:0] readReg1, readReg2, regDest;
   input[31:0] writeData;
   output[31:0] readData1, readData2;
   reg[31:0] readData1, readData2;
   reg[31:0] regFile[0:31];
   always @(negedge clock) if (regWrite == 1) regFile[regDest] <= writeData;
   always @(readReg1) readData1 <= (readReg1 != 0) ? regFile[readReg1] : 0;
   always @(readReg2) readData2 <= (readReg2 != 0) ? regFile[readReg2] : 0;
endmodule
</file>
<file path="flow/run.sh">
#!/bin/bash
# OpenROAD 26Q1-2900-gdf79404cd8, Yosys 0.63+post, stock flow scripts
make -C /OpenROAD-flow-scripts/flow DESIGN_CONFIG=/design/flow/config.mk WORK_HOME=/design/flow/orfs finish
</file>
<file path="flow/constraint.sdc">
current_design Fregfile

set clk_period 7.1
set clk_io_pct 0.2

create_clock -name clk0 -period $clk_period [get_ports {clock}]

set non_clock_inputs [all_inputs -no_clocks]
set_input_delay [expr $clk_period * $clk_io_pct] -clock clk0 $non_clock_inputs
set_output_delay [expr $clk_period * $clk_io_pct] -clock clk0 [all_outputs]
</file>
==> flow_summary.toml <==
# physical design summary
[run_status]
status = "finished with violations"
failing_checks = "negative setup slack"

[timing]
setup_repair_after_global_routing_missed_its_margin = "true"
timing_max_transition_violations_final = 0
relSlewSlack_pct = 22.72
final.setup.tns_ns = -18.00
final_critical_path_setup_slack_ns = -0.4427
setup-violations-final = 64
report.final.hold_viol_count = 0
slew_worst_pin_ns = 1.158

[finish]
design_area_um2 = 61550
layout-area-overhead-vs-synth_pct = 30.73
final_common_cell = "sky130_fd_sc_hd__inv_1"
final_util_pct = 52.89
drive_gt1_share_pct = 33.14
lay_top_cells = "1037 x sky130_fd_sc_hd__inv_1, 1024 x sky130_fd_sc_hd__edfxtp_1, 465 x sky130_fd_sc_hd__mux4_2"
largest_reg_flops = 1024
layout.cells.non_filler = 5220
biggestRegsByFlops = "regFile (1024)"
largest-register = "regFile"

[yosys]
async_flop_share_pct = 0
ys.flop_type = "sky130_fd_sc_hd__edfxtp_1"
yosys-stat-cells = 2291
post_synth_instance_area_um2 = 47080
syn_avg_cell_area_um2 = 20.55
yosysChipArea_um2 = 47080
top_area_cell = "sky130_fd_sc_hd__edfxtp_1"
synthDistinctLibCells = 40
synth_flops = 1024
syn_inst = 2291
edf_count = 1024
top_cell_area_share_pct = 65.31
synth.top_cells.by_area = "sky130_fd_sc_hd__edfxtp_1 65%, sky130_fd_sc_hd__mux4_2 22%, sky130_fd_sc_hd__mux2i_1 3.4%, sky130_fd_sc_hd__o22ai_1 1.4%, sky130_fd_sc_hd__a22o_1 0.99%"
seq_area_frac_synth_pct = 65.31
yosysWarningCount = 1

[power]
peakVddDrop_v = 0.0002452
comb_power_share_pct = 8.2
internal_power_mw = 12.01
power_density_nw_per_um2 = 270.5
part_of_the_total_power_dissipated_in_sequential_elements_pct = 40.9
clock_power_share_pct = 50.9
power.net_switching_mw = 4.632
leakage_nw = 23.80
swShare_pct = 27.83

[flow_run]
maxCapViolCount = 0
stage_log_warning_count = 1030

[floorplan]
floorplan.die_area_um2 = 119100
die_h_um = 345.1
floorplan.core_util_pct = 40.46
floorplan.core_area_um2 = 116400
io_pins = 113
row_count = 125
die_x_um = 345.1

[cts]
cts_num_sinks = 1024
htreeDepth = 3
cts-hold-fix-buffers = 0
cts_max_path_buffers = 3
cts_made_buffers = 109
clock-root-buffer = "sky130_fd_sc_hd__clkbuf_16"
clk_pin_slew_worst_paths_ns = 0.05
tritoncts_clock_tree = "done"

[setup_path]
critPathCaptureType = "output pin"
worst_ep_arrival_time_ns = 6.12
cp_data_required_time_ns = 5.68
timing.critical_path.from = "regFile[19][20]"
cpMostUsedCell = "sky130_fd_sc_hd__mux4_2"
crit_path_max_fanout = 2
endpoint = "readData1[20]"
critPathMaxStageDelay_ns = 0.48
worstSetupStartpointType = "flop"
cp_cell_sequence = "mux4_2, mux4_2, o22ai_1, nor3_1, buf_4, buf_6"
timing.critical_path.slowest_stage_cell = "sky130_fd_sc_hd__mux4_2"
crit_type = "reg2out"

[routing]
route.antenna.diode_count = 0
route.final.wire_length_um = 152800
routed_wire_length_per_instance_um = 29.27
drt_initial_violations = 1503
post-route-drc-count = 0
vias_after_detailed_routing = 30080
drt_first_pass_iters = 7
detail_route.vias_per_cell = 5.763
final_antenna_net_count = 0

[grt]
antenna_violations_before_repair = 5
grt_max_degree = 78
grt_pass1_wl_um = 221100
grt_overflow = 0
grt_pass1_vias = 35790
track_usage_pct = 28.56

[place]
io_buffer_count = 112
finalWeightedCongestion = 0.8914
placed_cells = 3968
place_area_um2 = 52050
hpwl_um = 91640
pre_cts_ws_ns = -0.5434

[min_path]
hold_crit_class = "in2out"
==> worst min-delay path by stage <==
stage | startpoint | end | cells after the start
6_report | readReg2[4] | readData2[7] | 4
5_1_grt | readReg2[4] | readData2[7] | 4
4_1_cts | readReg2[4] | readData2[8] | 4
==> layout make-up <==
type | instances | area, um^2
flip-flops and latches | 1024 | 30750
clock buffers | 112 | 2803
well taps | 1524 | 1907
fillers | 8748 | 54820
multi-input cells | 1071 | 17310
repair buffers | 372 | 3735
clock inverters | 1114 | 5035
inverters | 3 | 11.26
==> kinds of logic (layout without fill, tap and decap cells) <==
logic type	Yosys count	count (layout)	synth area share [%]
DFF	1024	1024	65.31
muxes	658	658	26.44
AOI/OAI and AO/OA	264	264	4.364
buffers and inverters	196	1601	2.256
and+or+nand+nor	149	149	1.632
==> cell usage after synthesis, types with 4 or more instances <==
master,count
sky130_fd_sc_hd__a2111oi_0,49
sky130_fd_sc_hd__a2111oi_1,4
sky130_fd_sc_hd__a2111oi_2,8
sky130_fd_sc_hd__a211oi_1,4
sky130_fd_sc_hd__a21oi_1,8
sky130_fd_sc_hd__a221oi_1,6
sky130_fd_sc_hd__a22o_1,53
sky130_fd_sc_hd__a22oi_1,16
sky130_fd_sc_hd__a32o_1,4
sky130_fd_sc_hd__buf_1,18
sky130_fd_sc_hd__buf_2,60
sky130_fd_sc_hd__buf_4,28
sky130_fd_sc_hd__buf_6,12
sky130_fd_sc_hd__buf_8,5
sky130_fd_sc_hd__clkbuf_1,69
sky130_fd_sc_hd__edfxtp_1,1024
sky130_fd_sc_hd__mux2_2,33
sky130_fd_sc_hd__mux2i_1,160
sky130_fd_sc_hd__mux4_2,465
sky130_fd_sc_hd__nand2_1,7
sky130_fd_sc_hd__nand2b_1,6
sky130_fd_sc_hd__nand3_1,4
sky130_fd_sc_hd__nand3b_1,7
sky130_fd_sc_hd__nor2_1,39
sky130_fd_sc_hd__nor2b_1,13
sky130_fd_sc_hd__nor3_1,55
sky130_fd_sc_hd__nor4_1,5
sky130_fd_sc_hd__o221ai_1,5
sky130_fd_sc_hd__o22ai_1,105
==> power by group through the flow <==
stage	sequential [mW]	clock (mW)	combinational [mW]
global route	6.80	9.39	1.44
finish	6.81	8.47	1.36
CTS	6.81	8.70	1.34
==> critical path: cells and delay by family (launching register included) <==
kind,cells,cell delay (ns)
mux,2,0.93
simple gates,1,0.08
buf+inv,2,0.33
flops,1,0.40
compound gates,1,0.12
==> what timing repair did <==
action                                  4_1_cts  5_1_grt
buffers inserted                             25       11
gates cloned                                  0        0
pin swaps                                   136       27
resized                                     461       42
endpoints found under the setup margin       64       64
==> per-layer routing <==
layer  global-route usage [%]  share of wire (%)  vias to the layer above
li1                         -                  -                    12820
met1                    29.18                 30                    14580
met2                    39.48                 47                     2324
met3                    27.28                 20                      343
met4                    11.63                3.3                       15
met5                    1.601               0.17                        -
==> through the flow <==
stage	hold slack [ns]	total power, mW
6_report	3.727	16.65
5_1_grt	3.747	17.63
4_1_cts	3.688	16.85
3_5_place_dp	3.897	8.988
3_3_place_gp	3.879	8.968
2_1_floorplan	3.036	8.389
Power is estimated from default activity; no workload was simulated.
