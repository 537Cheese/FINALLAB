==> /design/flow/design.v <==
module Fadder(a, b,  out);
   input[31:0] a, b;
   output[31:0] out;
   assign out = OUT(a, b);
   function [31:0] OUT;
       input [31:0] a, b;
       begin
       casex(b[31])
           1'b1:   begin
                   b = ~b;
                   b = b + 1'b1;
                   OUT = a - b;
                   end
           default: OUT = a + b;
       endcase
     end
   endfunction
endmodule
==> /design/flow/run.sh <==
#!/bin/bash
# OpenROAD 26Q1-2900-gdf79404cd8, Yosys 0.63+post, stock flow scripts
make -C /OpenROAD-flow-scripts/flow DESIGN_CONFIG=/design/flow/config.mk WORK_HOME=/design/flow/orfs finish
==> /design/flow/config.mk <==
export PLATFORM = sky130hd
export DESIGN_NAME = Fadder
export DESIGN_NICKNAME = Fadder
export VERILOG_FILES = /design/flow/design.v
export SDC_FILE = /design/flow/constraint.sdc
export NUM_CORES = 4
export LEC_CHECK = 1
export CORE_AREA = 10 10 93 93
export DIE_AREA = 0 0 103 103
==> /design/flow/constraint.sdc <==
current_design Fadder

set clk_period 24.4
set clk_io_pct 0.2

create_clock -name clk0 -period $clk_period

set non_clock_inputs [all_inputs -no_clocks]
set_input_delay [expr $clk_period * $clk_io_pct] -clock clk0 $non_clock_inputs
set_output_delay [expr $clk_period * $clk_io_pct] -clock clk0 [all_outputs]
==> flow_summary.toml <==
# flow metrics
[floorplan]
die_area_mm2 = 0.0106
chipHeight_um = 103
fp_util = 0.254
rows = 30
core_area_mm2 = 0.00676
die_width_um = 103
io_pins = 96

[clock_network]
post_cts_buffers = 0
post_cts_resized = 0
post_cts_hold_buffers = 0

[power_and_ir_drop]
power_frac_comb = 1.000
sequentialPowerShare = 0
switchingPower_uw = 31.1
switching_share = 0.394
leakagePower_uw = 0.00116
power_per_cell_area_mw_per_mm2 = 28.7
share_clk_of_total_power = 0
irDropWorstVdd_uv = 10.1
internal-power_uw = 47.8

[logic_synthesis]
ys_types = 44
syn-instance-count = 234
ys_cells = 234
yosysWarningCount = 1
avgSynthCellArea_um2 = 7.32
yosys_area_mm2 = 0.00171
ys_seq_share = 0
synthTopCellsByArea = "ha_1, xnor2_1, a21oi_1"
yosys.area.top_type_share = 0.226
synth_area_mm2 = 0.00171
synth_area_leader_cell = "ha_1"

[critical_path]
critical_path.most_common_cell = "clkdlybuf4s50_1"
critPathRequiredTime_ns = 19.52
critPathCaptureType = "output port"
setup.worst_path.class = "input port to output port"
critical-path-slowest-cell = "o41ai_2"
cells_along_the_critical_path = "clkdlybuf4s50_1, ha_1, o211a_1, a211o_1, a41oi_2, nand2b_1, o41ai_2, a21oi_1, a211oi_1, clkdlybuf4s50_1"
cp.arrival_ns = 7.90
crit_path_start_kind = "input port"
critical_path_peak_fanout = 4
crit_buf_inv = 2
slowest_delay_ns = 0.53
cp_top_family = "AND-OR/OR-AND gates"

[final_layout]
flops = 0
clockBufferCount = 0
utilization = 0.406
flop_area_um2 = 0
final_cells = 402
area_added_between_synthesis_and_finish_pct = 60.2
finalInstanceArea_mm2 = 0.00274
drive_gt1_frac = 0.0280

[placed_design]
post_dp_cell_area_mm2 = 0.00274
io_buffer_count = 96
dpl.cell_count = 402
place_congestion = 0.880
detailedPlacementHpwl_um = 5210

[sta]
slew_violations = 0
finalCriticalPeriod_ns = 12.78
timing.final.crit_share = 0.524
slew_headroom = 0.606
setup_repair_after_global_routing_missed_its_margin = "false"
hold_viol_final = 0
report.final.setup_viol = 0
max_freq_mhz = 78.2
tns_ns = 0
worst_pin_slew_ns = 0.588

[run_status]
outcome = "complete, no violations"

[run]
warning_count = 32
cap_viol_max_count = 0

[drt]
final_antenna_net_count = 0
routed_wirelength_um = 5880
drcViolationCount = 0
antenna-diode-count = 0
vias_per_cell = 5.02
detail_route.first_pass.iterations = 4
routed_wire_length_per_instance_um = 14.6
vias = 2017
detail_route.iter0.violations = 79

[global_route]
largest_net_degree_at_the_start_of_global_routing = 10
grt_antenna_before_repair = 0
grt_util_all_layers = 0.105
gr-total-overflow = 0
grt_first_pass_wirelength_um = 9360
first_global_vias = 2029

[hold_path]
hold_path.class = "input port to output port"
-- kinds of logic (layout without fill, tap and decap cells) --
| kind of cell | after synthesis | count (layout) | share of synthesized area |
|---|---|---|---|
| AND-OR/OR-AND | 96 | 96 | 0.407 |
| AND/OR/NAND/NOR | 58 | 58 | 0.162 |
| adder cells (fa/ha/maj) | 32 | 32 | 0.238 |
| XOR/XNOR | 30 | 30 | 0.153 |
| buffers and inverters | 18 | 106 | 0.0394 |
-- tightest hold or removal path, stage by stage --
cell and delay, ns:
clkdlybuf4s50_1 0.45, ha_1 0.12, clkdlybuf4s50_1 0.45
-- path summary, 6_finish.rpt --
check | start | end | slack (ns) | cells past startpoint
setup / recovery | b[3] | out[31] | 11.62 | 10
hold / removal | b[0] | out[0] | 10.78 | 3
-- final cells by class --
cell class | count | area (um^2)
tap | 80 | 100
multi-input combinational | 216 | 1650
timing repair buffer | 96 | 961
fill | 694 | 4010
inverter | 10 | 37.5
-- power groups by stage --
| stage | Combinational, uW | Clock (uW) | Sequential, uW |
|---|---|---|---|
| CTS | 80.3 | 0 | 0 |
| global route | 87.8 | 0 | 0 |
| finish | 78.9 | 0 | 0 |
-- synth_stat cells (all sizes together) (2+ instances only) --
| master | number |
|---|---|
| a211o | 3 |
| a211oi | 3 |
| a21o | 17 |
| a21oi | 27 |
| a221oi | 2 |
| a31oi | 3 |
| a32o | 2 |
| and2 | 2 |
| clkbuf | 8 |
| ha | 31 |
| inv | 10 |
| nand2 | 15 |
| nand2b | 2 |
| nand3 | 7 |
| nand4 | 7 |
| nor2 | 15 |
| nor2b | 3 |
| nor3 | 3 |
| o211ai | 2 |
| o21a | 5 |
| o21ai | 16 |
| o21ba | 2 |
| o31ai | 2 |
| xnor2 | 22 |
| xor2 | 8 |
-- per-stage QoR --
stage          total power, uW  hold slack, ns  setup slack (ns)
2_1_floorplan             37.4            9.90             12.77
3_3_place_gp              80.1           10.79             11.66
3_5_place_dp              79.6           10.79             11.62
4_1_cts                   80.3           10.80             11.61
5_1_grt                   87.8           10.84             11.37
6_report                  78.9           10.78             11.62
-- layout by cell type, fill, tap and decap left out, types with 2 or more instances in the layout --
master	synthesis	layout
a32o_1	2	2
xnor2_1	22	22
and2_1	2	2
a31oi_1	3	3
a211o_1	3	3
nand4_1	7	7
nor2b_1	3	3
clkdlybuf4s50_1	0	96
inv_1	10	10
a21oi_1	27	27
xor2_1	8	8
nand2_1	15	15
nor3_1	3	3
o31ai_1	2	2
ha_1	31	31
o211ai_1	2	2
a211oi_1	3	3
o21a_1	5	5
o21ai_0	16	16
nand2b_1	2	2
nor2_1	15	15
a21o_1	17	17
nand3_1	7	7
-- routing by layer --
| layer | part of all wire | GRT usage | vias to the layer above |
|---|---|---|---|
| met4 | 0 | 0 | 0 |
| met3 | 0.11 | 0.0332 | 0 |
| met2 | 0.44 | 0.171 | 60 |
| li1 | - | - | 1063 |
| met5 | 0 | 0 | - |
| met1 | 0.46 | 0.140 | 894 |
Power is estimated from default activity; no workload was simulated.
